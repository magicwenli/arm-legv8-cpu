$ cat flow/run.sh
#!/bin/bash
# OpenROAD 26Q1-2900-gdf79404cd8, Yosys 0.63+post, stock flow scripts
make -C /OpenROAD-flow-scripts/flow DESIGN_CONFIG=/design/flow/config.mk WORK_HOME=/design/flow/orfs finish
$ cat flow/config.mk
export PLATFORM = sky130hd
export DESIGN_NAME = sram
export DESIGN_NICKNAME = sram
export VERILOG_FILES = /design/flow/design.v
export SDC_FILE = /design/flow/constraint.sdc
export NUM_CORES = 4
export LEC_CHECK = 1
export CORE_UTILIZATION = 40
$ cat flow/constraint.sdc
current_design sram

set clk_period 10.8
set clk_io_pct 0.2

create_clock -name clk0 -period $clk_period [get_ports {CLK}]

set non_clock_inputs [all_inputs -no_clocks]
set_input_delay [expr $clk_period * $clk_io_pct] -clock clk0 $non_clock_inputs
set_output_delay [expr $clk_period * $clk_io_pct] -clock clk0 [all_outputs]
$ cat flow/design.v
`timescale 1ns / 1ps
module sram(
    input CE,OE,WE,CLK,
    input [7:0] AD,
    input [7:0] DIN,
    output [7:0] DOUT
    );
    reg [7:0] data_out;
    reg [7:0] DATA [0:255];
    assign DOUT=(OE&&CE&&!WE)?data_out:8'bz;
    always @(posedge CLK) begin
        if(OE&&CE&&!WE)  
            data_out= DATA[AD];
        if(WE&&CE)       
            DATA[AD]=DIN;
    end
endmodule
==> impl_metrics.csv <==
group,metric,value,unit
final_timing,post-route-period-util,57.4,%
clock_tree,clk_transition_reported_paths,0.06,ns
setup_path,timing.critical_path.from_type,"input pin",
clock_tree,cts_resized,0,
job,warnings,28,
die,die-area,0.198,mm²
grt,grt_start_max_net_pins,117,
final_timing,setup_violation_total_in_the_final_timing_report,0,
routing,remaining_drc_errors,0,
die,rows,162,
power_and_ir_drop,p_int,12.8,mW
synthesis,ys.flop_type,"edfxtp_1",
synthesis,ys_ff,2056,
synthesis,edf_count,2056,
setup_path,crit_fanout,87,
setup_path,worst_ep_arrival_time,6.71,ns
clock_tree,cts_inserted_buffers,199,
die,floorplan.die.height,445,µm
final_timing,slew_headroom,11.0,%
grt,grt_pass1_vias,40559,
final_timing,final.min_clock_period,6.20,ns
routing,antenna_violating_nets_post_route,0,
power_and_ir_drop,p_seq_share,54.6,%
clock_tree,numClockSinks,2056,
place,place_inst,6103,
power_and_ir_drop,pwr_density_cell,182,mW/mm²
routing,wire_length_per_cell_after_detailed_routing,28.9,µm
routing,route.vias.total,36467,
final_timing,maximum_clock_frequency,161,MHz
grt,global_route_wire_length_before_repair,274000,µm
setup_path,crit-reg2reg-launch,"DATA[127][0]",
die,io_pins,28,
power_and_ir_drop,p_leak,26.6,nW
final_timing,setup-tns-final,0,ns
synthesis,syn-instance-count,3526,
setup_path,reg2reg_slack,7.67,ns
synthesis,yosys.cell_types.count,22,
die,fp_util,40.2,%
job,drv_cap,0,
die,core_box_area,0.195,mm²
hold_path,min_path_type,"register to register",
synthesis,ys_area,0.0784,mm²
final_layout,layout.core_utilization,45.4,%
synthesis,post_synth.cell_area_avg,22.2,µm²
synthesis,sequential_area_share_after_synthesis,78.8,%
final_timing,unrepaired_setup_endpoints_after_global_routing,"no",
place,dp.final_hpwl,110000,µm
routing,via_per_inst,5.64,
setup_path,worstSetupEndpoint,"data_out[0]",
power_and_ir_drop,switching_power,3.33,mW
final_timing,clock-skew-final,0.0368,ns
setup_path,critPathRequiredTime,11.30,ns
setup_path,timing.rr.end,"data_out[0]",
status,run_status,"finished clean",
final_layout,nFillCells,15891,
synthesis,ys_cells,3526,
routing,drtIter0Drc,2515,
final_layout,final_instance_area,0.0884,mm²
clock_tree,tritoncts,"yes",
hold_path,timing.hold.worst_path_depth,5,
grt,gr-total-overflow,0,
power_and_ir_drop,pwr-share-comb,4.3,%
setup_path,reg2reg_depth,6,
synthesis,yosys_warnings,2,
clock_tree,ctsLongestPathBuffers,3,
die,die_width,445,µm
grt,track_usage,21.1,%
synthesis,cell_area_after_technology_mapping,0.0784,mm²
clock_tree,root_buffer,"clkbuf_16",
final_layout,final-instance-count-excl-fill,6470,
clock_tree,clk-insertion-delay-late,0.82,ns
final_timing,hold_viol_final,0,
setup_path,worstSetupStartpoint,"AD[1]",
routing,drt_first_pass_iters,7,
final_timing,timing.hold.ws,1.07,ns
final_layout,synthToLayoutAreaGrowth,12.8,%
clock_tree,postCtsHoldBufs,0,
clock_tree,post_cts_setup_buffers,0,
routing,drt-total-wl,187000,µm
grt,number_of_antenna_violations_at_the_first_check_in_global_routing,7,
power_and_ir_drop,sw_frac_of_total,20.7,%
final_timing,maxSlewViolCount,0,
power_and_ir_drop,power_frac_clock,41.1,%
final_timing,tightestPinTransition,1.33,ns
final_layout,combGateArea,0.0157,mm²
power_and_ir_drop,vdd.ir_drop.worst,0.169,mV
place,post_dp_cell_area,0.0822,mm²
final_layout,flop_area,0.0617,mm²
place,numPortBuffers,27,
final_layout,layout-drive-gt1-share,25.1,%
setup_path,criticalPathCategory,"input pin to register",
synthesis,synth_async_sr_flop_share,0,%
place,place_congestion,0.862,
setup_path,cp-end-kind,"register",
clock_tree,h_tree_depth,4,
[cells by family (layout without fill, tap and decap cells)]
| kind of cell | count (synthesis) | in the layout | synth area share [%] |
|---|---|---|---|
| compound gates | 416 | 416 | 3.63 |
| buf+inv | 225 | 543 | 1.28 |
| flops | 2056 | 2056 | 78.8 |
| mux | 512 | 512 | 14.7 |
| other cells | 0 | 2 | 0 |
| simple gates | 317 | 317 | 1.61 |
[how the worst min path moves through the flow]
stage	start	endpoint	slack [ns]
final	DATA[74][3]	data_out[3]	1.07
after CTS	DATA[74][3]	data_out[3]	1.07
after global routing	DATA[74][3]	data_out[3]	1.10
[final cells by class]
class | count | share of cell area (%)
flip-flops and latches | 2056 | 69.8
multi-input cells | 1245 | 17.8
clock buffers | 250 | 5.92
well taps | 2624 | 3.71
repair buffers | 178 | 1.70
clock inverters | 115 | 1.07
diodes | 2 | 0.00566
[routing by layer]
layer  routed length [µm]  vias to the layer above  global-route usage, %
met5                  436                        -                   1.49
met4                 6090                       22                   5.34
met3                26800                      325                   13.6
met2                90900                     1923                   31.6
met1                62500                    18855                   27.0
li1                     -                    15342                      -
[placed cells by master (no fill, tap or decap)]
cell type        count
clkinv_4             2
nand2_1             14
inv_6                5
nor2b_1              4
a21oi_1            128
nor2_1             258
nor3b_1              2
nor2b_4              2
and3b_1              1
clkbuf_1            48
and2_1               1
clkinv_1            51
diode_2              2
and2_4               1
inv_16               1
nand2b_2             2
nor2_4               1
nor3_1               1
a22oi_1            256
clkinv_8             3
clkinv_2            36
nand4_1              8
or2_2                1
o41ai_1             31
buf_12               4
nand2_2             16
clkbuf_16          202
and4_1               1
bufinv_16           14
buf_4              147
clkinvlp_4           3
buf_8               10
clkdlybuf4s50_1     17
o41ai_2              1
mux4_2             512
nand3_1              4
edfxtp_1          2056
[sequential cells by signal (all words and copies together), names as in the netlist]
name / count
DATA: 2048
data_out: 8
[power by group through the flow]
stage | Combinational, mW | Sequential [mW] | Clock (mW)
after CTS | 0.702 | 8.79 | 6.75
after global routing | 0.745 | 8.79 | 7.05
final | 0.690 | 8.79 | 6.63
[critical path: stages]
cell     delay [ns]
buf_8          0.51
buf_4          0.56
buf_12         0.49
buf_4          0.59
mux4_2         0.43
a22oi_1        0.22
a21oi_1        0.18
o41ai_1        1.00
buf_4          0.24
nand4_1        0.10
[Yosys cell counts, types with 6 or more instances]
cell	count	area [µm²]
buf_2	41	205
buf_1	29	109
nand2_1	30	113
nand4_1	8	50.1
a22oi_1	256	1920
buf_4	11	82.6
edfxtp_1	2056	61700
clkbuf_1	135	507
buf_6	9	101
mux4_2	512	11500
nor2_1	259	972
nor2b_1	6	37.5
o41ai_1	32	280
a21oi_1	128	641
[metrics by stage]
step	total power, mW	setup slack (ns)
floorplan	9.34	6.34
global placement	9.66	3.88
detailed placement	9.66	3.89
CTS	16.2	4.75
global route	16.6	4.35
finish	16.1	4.60
No activity file was given, so power comes from the tool's default toggle rates.
