==> design.v <==
`timescale 1ns / 1ps 
module ALU(
           input [63: 0] A,
           input [63: 0] B,
           input [3: 0] opt,
           output reg [63: 0] ans,
           output reg zeroflag
       );
parameter	A_AND = 4'b0000;
parameter	A_OR = 4'b0001;
parameter	A_ADD = 4'b0010;
parameter	A_SUB = 4'b0110;
parameter	A_PAS = 4'b0111;
parameter	A_NOR = 4'b1100;
always@(A or B or opt) begin
    case (opt)
        A_AND:
            ans = A & B;
        A_OR:
            ans = A | B;
        A_ADD:
            ans = A + B;
        A_SUB:
            ans = A - B;
        A_PAS:
            ans = B;
        A_NOR:
            ans = ~(A | B);
    endcase
    if (ans == 0) begin
        zeroflag = 1'b1;
    end
    else begin
        zeroflag = 1'b0;
    end
end
endmodule
==> run.sh <==
#!/bin/bash
# OpenROAD 26Q1-2900-gdf79404cd8, Yosys 0.63+post, stock flow scripts
make -C /OpenROAD-flow-scripts/flow DESIGN_CONFIG=/design/flow/config.mk WORK_HOME=/design/flow/orfs finish
==> config.mk <==
export PLATFORM = sky130hd
export DESIGN_NAME = ALU
export DESIGN_NICKNAME = ALU
export VERILOG_FILES = /design/flow/design.v
export SDC_FILE = /design/flow/constraint.sdc
export NUM_CORES = 4
export LEC_CHECK = 1
export CORE_UTILIZATION = 30
==> constraint.sdc <==
current_design ALU

set clk_period 27.1
set clk_io_pct 0.2

create_clock -name clk0 -period $clk_period

set non_clock_inputs [all_inputs -no_clocks]
set_input_delay [expr $clk_period * $clk_io_pct] -clock clk0 $non_clock_inputs
set_output_delay [expr $clk_period * $clk_io_pct] -clock clk0 [all_outputs]
==> qor.yml <==
setup_path:
  crit_path_start_kind: "input port"
  cp.arrival_ns: 13.87
  max_stage_delay_ns: 0.68
  worstPathCellList: "clkdlybuf4s50_1 -> or4_1 -> nor4_1 -> nand2b_1 -> nor3_1 -> nand3_1 -> nor3_1 -> nor2_1 -> xnor2_1 -> ha_1 -> a21oi_1 -> o21ai_0 -> a21oi_1 -> or3_1 -> nand4_1 -> nor4_1 -> nand4bb_1 -> nor4_1 -> nand4_1 -> nor4_1 -> nand4b_1 -> nor4_2 -> clkdlybuf4s50_1"
  cp.required_ns: 21.68
  cp_common_cell: "nor4_1"
  crit_slowest_cell: "or4_1"
  crit_buf_inv: 2
  critPathTopFamily: "simple AND/OR/NAND/NOR gates"
  worst-setup-path-type: "input port to output port"
  path_max_fanout: 6
  cp-end-kind: "output port"
floorplanning:
  row_count: 65
  die_h_um: 182
  fp_util_pct: 30.7
  chipArea_um2: 33200
  chipWidth_um: 182
  coreArea_um2: 31700
  io_pins: 197
sta:
  period_used_pct: 71.2
  rsz0062_at_grt: "false"
  unclocked_regs: 64
  setup_viol: 0
  untimed_endpoints: 128
  min_period_ns: 19.29
  max_freq_mhz: 51.8
  relSlewSlack_pct: 35.0
  setup_tns_ns: 0
  worst_slew_pin_slew_ns: 0.963
  final_hold_viol_count: 0
  drv_slew: 0
pwr:
  pwr-share-clk_pct: 0
  ir_drop_mv: 0.0104
  pwr-share-seq_pct: 6.8
  switchingPower_mw: 0.151
  intPower_mw: 0.121
  combPwrFrac_pct: 93.2
  powerDensity_nw_per_um2: 22.8
  swShare_pct: 55.5
  power_leakage_nw: 4.65
route:
  wire_per_inst_um: 21.6
  drtPass1Iterations: 5
  routed_via_density: 5.93
  dr.first_iter.drc_count: 955
  wl_mm: 42.5
  diodes: 0
  drc: 0
  drtAntennaViolNets: 0
  vias: 11666
layout:
  drive_above_1_share_pct: 3.90
  instances_no_fill: 1967
  lay_top_cells: "196 x clkdlybuf4s50_1, 165 x a21oi_1, 153 x nand2_1"
  area_delta_synth_final_pct: 22.6
  largest_reg_flops: 64
  fin_util_pct: 37.6
  lay_top_count: "clkdlybuf4s50_1"
clock_network:
  post_cts_buffers: 0
  cts_resized: 0
  cts_hold_buf: 0
yosys:
  yosysCellCount: 1453
  ys_types: 90
  syn_area_per_cell_um2: 6.70
  edf_count: 0
  flop_cell: "dlxtn_1"
  yosys_warnings: 1
  ys_area_um2: 9730
  synthArstFlopShare_pct: 0
  netlist_area_um2: 9730
  synthCells: 1453
  synth-seq-cells: 64
run_status:
  status: "finished, final reports clean"
job:
  timing.max_cap.violations: 0
  tool_warnings: 34
global_route:
  grtUsageTotal_pct: 25.4
  grt-ovfl-total: 0
  antenna_found_initial: 1
  first_global_vias: 10675
  grt_pass1_wl_mm: 64.7
  grt_max_degree: 53
place:
  place_inst: 1967
  gp_congestion: 1.02
  dp_hpwl_mm: 34.1
  io_buffers: 197
hold_path:
  hold_path.class: "input port to output port"
[routing by layer]
layer  vias up  GRT usage, %  part of all wire, %  wire [um]
li1       5683             -                    -          -
met1      5435          38.4                   47      20100
met2       507          39.3                   43      18400
met3        39          3.44                  7.8       3330
met4         2          3.56                  1.6        678
met5         -             0                0.031         13
[worst paths after layout]
kind | end | slack (ns) | cells after the start | startpoint
worst max-delay path | zeroflag | 7.81 | 23 | B[30]
worst min-delay path | zeroflag | 12.10 | 5 | A[55]
[Yosys cell counts (14+ instances only)]
cell | n | share of area (%)
buf_2 | 32 | 1.6
nor4_1 | 14 | 0.90
dlxtn_1 | 64 | 9.9
xnor2_1 | 63 | 5.7
xor2_1 | 45 | 4.1
buf_1 | 19 | 0.73
nand2b_1 | 16 | 1.0
a221oi_1 | 26 | 2.3
a21oi_1 | 166 | 8.5
inv_1 | 44 | 1.7
nor2b_1 | 21 | 1.4
ha_1 | 66 | 8.5
o21ai_0 | 83 | 4.3
nand3_1 | 20 | 1.0
nand4_1 | 26 | 1.7
a211oi_1 | 17 | 1.3
o31ai_1 | 47 | 3.6
nor3_1 | 54 | 2.8
clkbuf_1 | 51 | 2.0
nand2_1 | 154 | 5.9
nor2_1 | 97 | 3.7
a21o_1 | 57 | 4.4
a31oi_1 | 18 | 1.2
[through the flow]
| stage | total power, mW | worst slack [ns] | hold WS [ns] | cell area [um^2] |
|---|---|---|---|---|
| 2_1_floorplan | 0.170 | 11.13 | 11.04 | 9730 |
| 3_3_place_gp | 0.269 | 7.99 | 12.10 | 11900 |
| 3_5_place_dp | 0.268 | 8.05 | 12.10 | 11900 |
| 4_1_cts | 0.269 | 8.03 | 12.10 | 11900 |
| 5_1_grt | 0.295 | 7.65 | 12.16 | 11900 |
| 6_report | 0.272 | 7.81 | 12.10 | 11900 |
[area by class of cell]
type                       instances  area (um^2)
fill                            3311        19800
timing repair buffer             216         2110
sequential                        64          961
multi-input combinational       1241         8190
tap                              402          503
inverter                          44          165
[power groups by stage]
stage	Combinational [mW]	Sequential (mW)	Clock, mW
CTS	0.251	0.0186	0
global route	0.276	0.0194	0
finish	0.254	0.0184	0
[kinds of logic after synthesis]
| family | Yosys count | synth area share [%] |
|---|---|---|
| compound gates | 567 | 39.1 |
| xor+xnor | 108 | 9.72 |
| simple gates | 489 | 25.3 |
| buf+inv | 148 | 6.24 |
| latches | 64 | 9.88 |
| mux | 10 | 1.07 |
| fa+ha+maj | 67 | 8.69 |
Power and IR drop assume default switching activity.
